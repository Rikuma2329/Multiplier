==> constraint.sdc <==
current_design MUX_4

set clk_period 1.0
set clk_io_pct 0.2

create_clock -name clk0 -period $clk_period

set non_clock_inputs [all_inputs -no_clocks]
set_input_delay [expr $clk_period * $clk_io_pct] -clock clk0 $non_clock_inputs
set_output_delay [expr $clk_period * $clk_io_pct] -clock clk0 [all_outputs]
==> run.sh <==
#!/bin/bash
# OpenROAD 26Q1-2900-gdf79404cd8, Yosys 0.63+post, stock flow scripts
make -C /OpenROAD-flow-scripts/flow DESIGN_CONFIG=/design/flow/config.mk WORK_HOME=/design/flow/orfs finish
==> design.v <==
`timescale 1ns / 1ps
module MUX_4(Jump, mux_in_a, mux_in_b, mux_out);
    input Jump;
    input [31:0] mux_in_a, mux_in_b;
    output [31:0] mux_out;
    assign mux_out = (Jump)? mux_in_a : mux_in_b;
endmodule
==> config.mk <==
export PLATFORM = sky130hd
export DESIGN_NAME = MUX_4
export DESIGN_NICKNAME = MUX_4
export VERILOG_FILES = /design/flow/design.v
export SDC_FILE = /design/flow/constraint.sdc
export NUM_CORES = 4
export LEC_CHECK = 1
export CORE_AREA = 10 10 70 70
export DIE_AREA = 0 0 80 80
==> flow_summary.json <==
{
  "fmax_mhz": 859,
  "cts_hold_buf": 0,
  "cp-end-kind": "output port",
  "mux_share_pct": 86.9,
  "slowest_stage": "mux2_4",
  "grtUsageTotal_pct": 7.50,
  "critical_path_buf_inv_count": 4,
  "critPathMaxStageDelay_ns": 0.29,
  "yosys.cell_types.count": 4,
  "synth_seq_share_pct": 0,
  "adder_share_pct": 0,
  "flops": 0,
  "routedWlPerCell_um": 14.7,
  "grt_max_degree": 12,
  "hold_path_startpoint": "mux_in_a[29]",
  "first_iter_violations": 1,
  "tightest_slew_ns": 0.109,
  "relSlewSlack_pct": 92.7,
  "place_ws_ns": -0.496,
  "viasPerCell": 3.77,
  "final.fill_count": 362,
  "hp-class": "input pin to output port",
  "p_int_uw": 467,
  "layout_top_cell": "dlygate4sd2_1",
  "hold_viol": 0,
  "synth.cellmix.simpleShare_pct": 0,
  "p_seq_share_pct": 0,
  "failed_checks": "setup timing",
  "maxCapViolations": 0,
  "timing.critical_path.mode_cell": "buf_12",
  "antenna_found_initial": 0,
  "switching_share_pct": 21.7,
  "drive_gt1_share_pct": 52.6,
  "top_logic_kind": "multiplexers",
  "critPathRequiredTime_ns": 0.80,
  "layout_top_cells": "dlygate4sd2_1 (58), mux2_4 (32), buf_6 (23), buf_2 (10), clkdlybuf4s50_1 (4)",
  "synth_area_leader_cell": "mux2_4",
  "ios": 97,
  "syn_avg_cell_area_sq_um": 15.1,
  "ir_drop_v": 0.000160,
  "first_pass_iters": 2,
  "fp_util_pct": 15.9,
  "period_used_pct": 116,
  "ant_nets": 0,
  "gp_congestion": 0.755,
  "warnings": 34,
  "critPathLaunchType": "input pin",
  "leakagePower_uw": 0.000842,
  "aoi_share_pct": 0,
  "grt_pass1_vias": 726,
  "cp_max_fo": 4,
  "rsz0062_at_grt": "true",
  "fin_ws_ns": -0.164,
  "seq_area_sq_um": 0,
  "dp_hpwl_um": 2380,
  "ys_warn_count": 0,
  "n_antenna_cell": 0,
  "outcome": "finished, violations left",
  "routed_wl_um": 2660,
  "hold_slack_ns": 0.695,
  "yosys.area_share.xor_xnor_pct": 0,
  "switchingPower_uw": 129,
  "grt_overflow": 0,
  "synthCells": 36,
  "die_h_um": 80,
  "crit_start": "Jump",
  "slew_violations": 0,
  "critical_path_class": "input pin to output port",
  "area_leaders": "mux2_4 (83%), buf_12 (11%), mux2_2 (4.1%)",
  "combPwrFrac_pct": 100.0,
  "synthToLayoutAreaGrowth_pct": 182,
  "dieArea_sq_um": 6400,
  "io_buffers": 97,
  "worstPathArrival_ns": 0.96,
  "path_cells": "buf_12 > buf_12 > buf_8 > mux2_4 > buf_6",
  "design.core.area_sq_um": 3420,
  "die_w_um": 80,
  "layout_min_cycle_time_ns": 1.16,
  "setup_viol": 32,
  "drc_errors": 0,
  "rows": 21,
  "clkbuf_count": 0,
  "num_vias": 683,
  "yosys_area_sq_um": 544,
  "crit_family": "buffers and inverters",
  "top_cell_area_share_pct": 82.8,
  "p_per_area_nw_per_um2": 389,
  "p_clk_share_pct": 0,
  "grt_pass1_wl_um": 3930,
  "synth_area_sq_um": 544,
  "ys_cells": 36
}
cells in the mapped netlist:
cell type  instances
buf_6              1
buf_12             3
mux2_4            30
mux2_2             2
through the flow:
stage	utilization (%)	total power (uW)	instance area [sq um]	std cells	setup TNS, ns
after global routing	44.9	641	1530	181	-3.60
after global placement	44.6	648	1520	177	-15.28
after CTS	43.5	584	1490	181	-3.30
after detailed placement	44.6	651	1520	177	-15.37
after floorplan	-	206	544	36	0
final	44.9	596	1530	181	-2.99
power groups by stage:
stage | combinational, uW | sequential [uW] | clock [uW]
final | 596 | 0 | 0
after global routing | 641 | 0 | 0
after CTS | 584 | 0 | 0
layout make-up:
| class | count | area, sq um | area share (%) |
|---|---|---|---|
| Multi-Input combinational cell | 32 | 480 | 31.3 |
| Tap cell | 46 | 57.6 | 3.76 |
| Timing Repair Buffer | 103 | 995 | 64.9 |
repair_timing:
action,4_1_cts,5_1_grt
gates cloned,1,0
setup endpoints to repair,32,32
setup buffers,3,0
resized,185,9
endpoints found under the hold margin,0,0
cell families after synthesis:
family,count (synthesis)
mux,32
buf+inv,4
worst min-delay path: stages:
cell	delay, ns
dlymetal6s2s_1	0.08
mux2_4	0.14
buf_6	0.08
final timing paths:
path	endpoint	slack [ns]	cells past startpoint
max	mux_out[12]	-0.16	5
min	mux_out[29]	0.70	3
routing by layer:
metal	track usage, %	part of all wire [%]	up-vias
li1	-	-	337
met1	8.57	38	295
met2	13.6	50	51
met3	2.84	12	0
met4	0	0	0
met5	0	0	-
Power and IR drop assume default switching activity.
