===== config.mk =====
export PLATFORM = sky130hd
export DESIGN_NAME = MUX_3
export DESIGN_NICKNAME = MUX_3
export VERILOG_FILES = /design/flow/design.v
export SDC_FILE = /design/flow/constraint.sdc
export NUM_CORES = 4
export LEC_CHECK = 1
export CORE_AREA = 10 10 70 70
export DIE_AREA = 0 0 80 80

===== constraint.sdc =====
current_design MUX_3

set clk_period 1.0
set clk_io_pct 0.2

create_clock -name clk0 -period $clk_period

set non_clock_inputs [all_inputs -no_clocks]
set_input_delay [expr $clk_period * $clk_io_pct] -clock clk0 $non_clock_inputs
set_output_delay [expr $clk_period * $clk_io_pct] -clock clk0 [all_outputs]

===== run.sh =====
#!/bin/bash
# OpenROAD 26Q1-2900-gdf79404cd8, Yosys 0.63+post, stock flow scripts
make -C /OpenROAD-flow-scripts/flow DESIGN_CONFIG=/design/flow/config.mk WORK_HOME=/design/flow/orfs finish

===== design.v =====
`timescale 1ns / 1ps
module MUX_3(PCSrc, mux_in_a, mux_in_b, mux_out);
    input PCSrc;
    input [31:0] mux_in_a, mux_in_b;
    output [31:0] mux_out;
    assign mux_out = (PCSrc)? mux_in_a : mux_in_b;
endmodule

==> results_dict.tcl <==
# metrics dict for downstream scripts
set metrics [dict create \
    highest-signal-layer "met3" \
    vias 683 \
    gr-total-overflow 0 \
    wl_per_cell_um 14.7 \
    dieHeight_um 80 \
    ant_nets 0 \
    syn2layout_area_growth_pct 182 \
    violations "setup timing" \
    ir_drop_mv 0.160 \
    placed_area_um2 1520 \
    finalSetupTns_ps -2990 \
    top_area_cell "mux2_4" \
    synth_top_area_share_pct 82.8 \
    cp.required_ps 800 \
    ys_types 4 \
    placed_cells 177 \
    nClkBuffers 0 \
    slew-limit-headroom_pct 92.7 \
    crit_arrival_ps 960 \
    grt_usage_pct 7.50 \
    power.total_uw 596 \
    worst_setup_path_startpoint "PCSrc" \
    finalCriticalPeriod_ps 1160 \
    vias_per_cell 3.77 \
    io_pins 97 \
    yosysCellCount 36 \
    n_fill_cell 362 \
    synth_area_per_cell_um2 15.1 \
    stdcell_count 181 \
    hp-class "input port to output port" \
    yosysWarningCount 0 \
    grt_pass1_vias 726 \
    seq_area_um2 0 \
    layout_setup_ws_ps -164 \
    slew_violations 0 \
    tightest_slew_ps 109 \
    grt_setup_unrepaired "yes" \
    syn_inst 36 \
    grt_first_pass_wirelength_um 3930 \
    met1Wirelength_um 1000 \
    die_area_um2 6400 \
    die_width_um 80 \
    finalSetupViolCount 32 \
    drtIter0Drc 1 \
    end_kind "output port" \
    wl_met3_um 332 \
    tool_warnings 34 \
    grt_max_degree 12 \
    hpwl_um 2380 \
    antenna_cells 0 \
    worstSetupEndpoint "mux_out[12]" \
    antenna_found_initial 0 \
    start_kind "input port" \
    core_area_um2 3420 \
    wl_met2_um 1320 \
    finalClockPeriodUsage_pct 116 \
    io_buffers 97 \
    cap_violations 0 \
    synthTopCellsByArea "mux2_4 83%, buf_12 11%, mux2_2 4.1%" \
    leakage_uw 0.000842 \
    ys_area_um2 544 \
    hold_viol_final 0 \
    crit_type "input port to output port" \
    yosys.stat.seqShare_pct 0 \
    comb_area_um2 480 \
    gp_congestion 0.755 \
    rows 21 \
    worstPathMaxFanout 4 \
    flops 0 \
    drive_gt1_share_pct 52.6 \
    fp-utilization_pct 15.9 \
    fmax_mhz 859 \
    fin_area_um2 1530 \
    top_cell "mux2_4" \
    top_cells_by_count "30 x mux2_4, 3 x buf_12, 2 x mux2_2" \
    outcome "finished with violations" \
    drtPass1Iterations 2 \
    drc 0 \
    power.density_nw_per_um2 389 \
    syn_area_um2 544 \
    post-route-util_pct 44.9 \
    routed_wl_um 2660 \
]
power breakdown:
group,switching (uW),total (uW),internal (uW)
logic,129,596,467
clock network,0,0,0
registers,0,0,0
cell usage in the layout, fill, tap and decap left out, drive strengths merged:
cell            n
dlymetal6s2s    2
buf            39
dlygate4sd2    58
clkdlybuf4s50   4
mux2           32
kinds of logic (layout without fill, tap and decap cells):
logic type	Yosys count	after routing	synth area share [%]
multiplexers	32	32	86.9
buffers and inverters	4	103	13.1
worst min-delay path by stage:
stage | from | endpoint | slack (ps) | cells past startpoint
after CTS | mux_in_b[14] | mux_out[14] | 800 | 3
after global routing | mux_in_a[29] | mux_out[29] | 720 | 3
final | mux_in_a[29] | mux_out[29] | 700 | 3
layout make-up:
type                            instances  share of cell area [%]
Multi-Input combinational cell         32                    31.3
Tap cell                               46                    3.76
Timing Repair Buffer                  103                    64.9
per-layer routing:
| metal | track usage, % | vias up |
|---|---|---|
| met5 | 0 | - |
| met2 | 13.6 | 51 |
| met4 | 0 | 0 |
| met3 | 2.84 | 0 |
| met1 | 8.57 | 295 |
| li1 | - | 337 |
per-stage QoR:
stage / setup slack (ps) / hold WS, ps
floorplan: 66.9 / 498
global placement: -493 / 1350
detailed placement: -496 / 1350
CTS: -169 / 800
global route: -186 / 715
finish: -164 / 695
repair_timing:
action | CTS | global route
setup buffers | 3 | 0
gates cloned | 1 | 0
hold buffers | 0 | 0
endpoints found under the hold margin | 0 | 0
endpoints found under the setup margin | 32 | 32
gates resized | 185 | 9
critical path, cell delays in order:
cell    delay, ps
buf_12        110
buf_12        120
buf_8         120
mux2_4        290
buf_6         110
No activity file was given, so power comes from the tool's default toggle rates.
